===== flow/config.mk =====
export PLATFORM = sky130hd
export DESIGN_NAME = word_player
export DESIGN_NICKNAME = word_player
export VERILOG_FILES = /design/flow/design.v
export SDC_FILE = /design/flow/constraint.sdc
export NUM_CORES = 4
export LEC_CHECK = 1
export CORE_AREA = 10 10 70 70
export DIE_AREA = 0 0 80 80

===== flow/run.sh =====
#!/bin/bash
# OpenROAD 26Q1-2900-gdf79404cd8, Yosys 0.63+post, stock flow scripts
make -C /OpenROAD-flow-scripts/flow DESIGN_CONFIG=/design/flow/config.mk WORK_HOME=/design/flow/orfs finish

===== flow/constraint.sdc =====
current_design word_player

set clk_period 2.8
set clk_io_pct 0.2

create_clock -name clk0 -period $clk_period

set non_clock_inputs [all_inputs -no_clocks]
set_input_delay [expr $clk_period * $clk_io_pct] -clock clk0 $non_clock_inputs
set_output_delay [expr $clk_period * $clk_io_pct] -clock clk0 [all_outputs]

===== flow/design.v =====
module word_FIGHT(input [9:0] 			DrawX,
													DrawY,
						input						active,
						output logic [9:0] 	start_x,  
													start_y,	 
													n,
						output logic 			is_word
						);
	parameter [9:0] word_x_start = 296;
	parameter [9:0] word_y_start = 232;
	parameter [9:0] word_size_x = 48;  
	parameter [9:0] font_size_y = 16;
	assign start_x = word_x_start;
	assign start_y = word_y_start;
	always_comb
	begin
		if(DrawX-word_x_start < 9'd8)
			n = 9'h0f;  
		else if(DrawX-word_x_start < 9'd16)
			n = 9'h12;  
		else if(DrawX-word_x_start < 9'd24)
			n = 9'h10;  
		else if(DrawX-word_x_start < 9'd32)
			n = 9'h11;  
		else if(DrawX-word_x_start < 9'd40)
			n = 9'h1d;  
		else
			n = 9'h3f;  
	end
	always_comb
	begin
		if(DrawX >= word_x_start && DrawX < word_x_start + word_size_x &&
			DrawY >= word_y_start && DrawY < word_y_start + font_size_y &&
			active == 1'b1)
			is_word = 1'b1;
		else
			is_word = 1'b0;
	end
endmodule
module word_DEFEAT(input [9:0] 			DrawX,
													DrawY,
						input						active,					
						output logic [9:0] 	start_x,  
													start_y,	 
													n,
						output logic 			is_word
						);
	parameter [9:0] word_x_start = 292;
	parameter [9:0] word_y_start = 232;
	parameter [9:0] word_size_x = 56;  
	parameter [9:0] font_size_y = 16;
	assign start_x = word_x_start;
	assign start_y = word_y_start;
	always_comb
	begin
		if(DrawX-word_x_start < 9'd8)
			n = 9'h0d;  
		else if(DrawX-word_x_start < 9'd16)
			n = 9'h0e;  
		else if(DrawX-word_x_start < 9'd24)
			n = 9'h0f;  
		else if(DrawX-word_x_start < 9'd32)
			n = 9'h0e;  
		else if(DrawX-word_x_start < 9'd40)
			n = 9'h0a;  
		else if(DrawX-word_x_start < 9'd48)
			n = 9'h1d;  
		else
			n = 9'h3f;  
	end
	always_comb
	begin
		if(DrawX >= word_x_start && DrawX < word_x_start + word_size_x &&
			DrawY >= word_y_start && DrawY < word_y_start + font_size_y &&
			active == 1'b1)
			is_word = 1'b1;
		else
			is_word = 1'b0;
	end
endmodule
module word_VICTORY(input [9:0] 			DrawX,
													DrawY,
						input						active,
						output logic [9:0] 	start_x,  
													start_y,	 
													n,
						output logic 			is_word
						);
	parameter [9:0] word_x_start = 288;
	parameter [9:0] word_y_start = 232;
	parameter [9:0] word_size_x = 64;  
	parameter [9:0] font_size_y = 16;
	assign start_x = word_x_start;
	assign start_y = word_y_start;
	always_comb
	begin
		if(DrawX-word_x_start < 9'd8)
			n = 9'h1f;  
		else if(DrawX-word_x_start < 9'd16)
			n = 9'h12;  
		else if(DrawX-word_x_start < 9'd24)
			n = 9'h0c;  
		else if(DrawX-word_x_start < 9'd32)
			n = 9'h1d;  
		else if(DrawX-word_x_start < 9'd40)
			n = 9'h18;  
		else if(DrawX-word_x_start < 9'd48)
			n = 9'h1b;  
		else if(DrawX-word_x_start < 9'd56)
			n = 9'h22;  
		else
			n = 9'h3f;  
	end
	always_comb
	begin
		if(DrawX >= word_x_start && DrawX < word_x_start + word_size_x &&
			DrawY >= word_y_start && DrawY < word_y_start + font_size_y &&
			active == 1'b1)
			is_word = 1'b1;
		else
			is_word = 1'b0;
	end
endmodule
module word_player(input [9:0] 			DrawX,
													DrawY,
						input						active,
						output logic [9:0] 	start_x,  
													start_y,	 
													n,
						output logic 			is_word
						);
	parameter [9:0] word_x_start = 10;
	parameter [9:0] word_y_start = 10;
	parameter [9:0] word_size_x = 48;
	parameter [9:0] font_size_y = 16;
	assign start_x = word_x_start;
	assign start_y = word_y_start;
	always_comb
	begin
		if(DrawX-word_x_start < 9'd8)
			n = 9'h19;  
		else if(DrawX-word_x_start < 9'd16)
			n = 9'h15;  
		else if(DrawX-word_x_start < 9'd24)
			n = 9'h0a;  
		else if(DrawX-word_x_start < 9'd32)
			n = 9'h22;  
		else if(DrawX-word_x_start < 9'd40)
			n = 9'h0e;  
		else
			n = 9'h1b;  
	end
	always_comb
	begin
		if(DrawX >= word_x_start && DrawX < word_x_start + word_size_x &&
			DrawY >= word_y_start && DrawY < word_y_start + font_size_y &&
			active == 1'b1)
			is_word = 1'b1;
		else
			is_word = 1'b0;
	end
endmodule
module word_npc(input [9:0] 			DrawX,
													DrawY,
						input						active,
						output logic [9:0] 	start_x,  
													start_y,	 
													n,
						output logic 			is_word
						);
	parameter [9:0] word_x_start = 538;
	parameter [9:0] word_y_start = 10;
	parameter [9:0] word_size_x = 24;
	parameter [9:0] font_size_y = 16;
	assign start_x = word_x_start;
	assign start_y = word_y_start;
	always_comb
	begin
		if(DrawX-word_x_start < 9'd8)
			n = 9'h17;  
		else if(DrawX-word_x_start < 9'd16)
			n = 9'h19;  
		else
			n = 9'h0c;  
	end
	always_comb
	begin
		if(DrawX >= word_x_start && DrawX < word_x_start + word_size_x &&
			DrawY >= word_y_start && DrawY < word_y_start + font_size_y &&
			active == 1'b1)
			is_word = 1'b1;
		else
			is_word = 1'b0;
	end
endmodule

==> run summary <==
outcome - completed
initial antenna violation count - 0
final worst-path cycle share - 0.9747
Yosys top cell area share - 0.4983
Worst Setup Start Kind - input pin
Remaining DRCs - 0
total number of vias - 397
Hold Crit Endpoint - is_word
dpl hpwl - 1221 um
ant diodes - 0
gr usage total - 0.03671
Port Buffer Count - 26
Critical Path Fanout Max - 3
Chip Area, Yosys - 376.6 um2
First DRT Iteration DRCs - 14
yosys cell count - 53
die x size - 80 um
Cell Pwr Density - 91.52 nW/um2
HP Class - in -> out
Die H - 80 um
count leader, synth - buf_4
total tool warning count - 34
Slew Limit Fails - 0
hold path depth - 4
VDD IR max - 0.01595 mV
leading area contributor after synthesis - buf_4
PnR worst setup slack - 0.07094 ns
Mapped Cells - 53
RSZ-0062 raised after global routing - no
first-pass GRT wire length - 1987 um
Routed Antenna Nets - 0
post-place setup slack - -0.1040 ns
Worst Hold Launch - active
maxcap violations - 0
final tally of hold violations - 0
Static Leak - 0.2803 nW
Post-Syn Area - 376.6 um2
I/O pin count - 52
register area - 0 um2
die footprint - 6400 um2
Cell area leaders - buf_4 (50%), xor2_1 (4.7%), o21ai_0 (4.0%)
drt wl/cell - 10.04 um
Area growth, synth to finish - 77.08%
Post-synth seq share - 0
Flops - 0
largest net degree at the start of global routing - 8
final setup violating endpoints - 0
count of cell types in the netlist - 22
Via density - 3.054
endpoint type of the worst setup path - primary output
average instance area after synthesis - 7.106 um2
Rows - 21
Initial Util - 0.1103
iteration tally of the first detailed-router pass - 2
layout cells sized above 1 - 0.1905
top cells by count - buf_4 (25), o21ai_0 (3)
Warnings, synthesis - 1
FMAX - 366.4 MHz
clk_buf instances - 0
core footprint - 3416 um2
Post-Route WL - 1305 um
post-route minimum period - 2.729 ns
setup TNS - 0 ns
hold-fix buffers at CTS - 0
kind of critical path - in -> out
GRT overflow - 0
CP Data Arrival Time - 2.17 ns
vias in the first global route - 454
RD Place Congestion - 0.7474
crit path DRT - 2.24 ns
-- area by class of cell --
| type | count | area (um2) |
|---|---|---|
| Fill cell | 382 | 2749 |
| Tap cell | 46 | 57.56 |
| Timing Repair Buffer | 35 | 325.3 |
| Inverter | 1 | 3.754 |
| Multi-Input combinational cell | 48 | 280.3 |
-- worst max-delay path: stages --
cell	delay [ns]
clkdlybuf4s50_1	0.44
buf_4	0.15
o21a_1	0.22
nor2_2	0.13
and4_1	0.21
clkdlybuf4s50_1	0.46
-- report_power, final --
group | internal [mW] | total, mW | leakage, nW | switching (mW)
clock | 0 | 0 | 0 | 0
combinational | 0.0399 | 0.0610 | 0.280 | 0.0211
sequential | 0 | 0 | 0 | 0
-- metrics by stage --
stage / std cells / hold WS [ns] / cell area, um2 / power [mW] / utilization
detailed placement: 129 / 2.134 / 645.6 / 0.05972 / 0.1890
CTS: 130 / 1.954 / 654.4 / 0.06085 / 0.1916
global route: 130 / 1.930 / 666.9 / 0.06800 / 0.1952
floorplan: 75 / 1.204 / 459.2 / 0.03947 / -
finish: 130 / 1.866 / 666.9 / 0.06103 / 0.1952
global placement: 129 / 2.116 / 645.6 / 0.06002 / 0.1890
-- layout by cell type (no fill, tap or decap) --
cell,instances
xnor2_1,1
nor2_2,1
nor4_1,2
nor3_2,2
inv_1,1
conb_1,24
o21a_1,1
clkdlybuf4s50_1,23
nor2_1,1
mux2_2,1
a2111oi_2,1
o21ai_0,2
clkdlybuf4s15_1,1
nand3b_1,1
buf_4,9
nand3_1,1
o21ai_2,1
or4_4,1
nand2_1,1
a21o_1,1
o221ai_1,1
or3_1,1
and4_1,1
a32o_1,1
dlygate4sd2_1,2
xor2_1,2
-- metal layers --
metal  GRT usage  routed length [um]  share of wire
met5           0                   0              0
met3    0.007955                 115          0.088
met2     0.06822                 652           0.50
met1     0.04417                 536           0.41
met4           0                   0              0
-- how the worst max path moves through the flow --
stage / start / to / slack (ns) / cells past startpoint
5_1_grt: DrawX[2] / n[5] / 0.01 / 6
4_1_cts: DrawX[2] / n[4] / 0.02 / 6
6_report: DrawX[1] / n[5] / 0.07 / 6
-- what timing repair did --
action	CTS	global route
pin swaps	1	0
setup buffers	1	0
endpoints found under the setup margin	3	4
resized	4	5
-- cells by family (layout without fill, tap and decap cells) --
family	after synthesis	after routing	share of synthesized area
buf+inv	27	36	0.5183
mux	1	1	0.02990
simple gates	12	12	0.1927
compound gates	8	8	0.1694
xor+xnor	3	3	0.06978
other cells	2	24	0.01994
Power is estimated from default activity; no workload was simulated.
