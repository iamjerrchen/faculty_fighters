`/design/flow/run.sh`:
```
#!/bin/bash
# OpenROAD 26Q1-2900-gdf79404cd8, Yosys 0.63+post, stock flow scripts
make -C /OpenROAD-flow-scripts/flow DESIGN_CONFIG=/design/flow/config.mk WORK_HOME=/design/flow/orfs finish
```
`/design/flow/config.mk`:
```
export PLATFORM = sky130hd
export DESIGN_NAME = ball
export DESIGN_NICKNAME = ball
export VERILOG_FILES = /design/flow/design.v
export SDC_FILE = /design/flow/constraint.sdc
export NUM_CORES = 4
export LEC_CHECK = 1
export CORE_UTILIZATION = 30
```
`/design/flow/constraint.sdc`:
```
current_design ball

set clk_period 16.0
set clk_io_pct 0.2

create_clock -name clk0 -period $clk_period [get_ports {Clk}]

set non_clock_inputs [all_inputs -no_clocks]
set_input_delay [expr $clk_period * $clk_io_pct] -clock clk0 $non_clock_inputs
set_output_delay [expr $clk_period * $clk_io_pct] -clock clk0 [all_outputs]
```
`/design/flow/design.v`:
```
module  ball ( input         Clk,                 
                             Reset,               
									  Soft_Reset,
                             frame_clk,           
					input [9:0]	  Ball_X_Center,
									  Ball_Y_Center,
					input [7:0]	  keycode,				  
               input [9:0]   DrawX, DrawY,        
               output logic  is_ball              
              );
    parameter [9:0] Ball_X_Min = 10'd0;        
    parameter [9:0] Ball_X_Max = 10'd639;      
    parameter [9:0] Ball_Y_Min = 10'd0;        
    parameter [9:0] Ball_Y_Max = 10'd479;      
    parameter [9:0] Ball_X_Step = 10'd1;       
    parameter [9:0] Ball_Y_Step = 10'd1;       
    parameter [9:0] Ball_Size = 10'd4;         
    logic [9:0] Ball_X_Pos, Ball_X_Motion, Ball_Y_Pos, Ball_Y_Motion;
    logic [9:0] Ball_X_Pos_in, Ball_X_Motion_in, Ball_Y_Pos_in, Ball_Y_Motion_in;
    logic frame_clk_delayed, frame_clk_rising_edge;
    always_ff @ (posedge Clk) begin
        frame_clk_delayed <= frame_clk;
        frame_clk_rising_edge <= (frame_clk == 1'b1) && (frame_clk_delayed == 1'b0);
    end
    always_ff @ (posedge Clk)
    begin
        if (Reset || Soft_Reset)
        begin
            Ball_X_Pos <= Ball_X_Center;
            Ball_Y_Pos <= Ball_Y_Center;
            Ball_X_Motion <= 10'd0;
            Ball_Y_Motion <= Ball_Y_Step;
        end
        else
        begin
            Ball_X_Pos <= Ball_X_Pos_in;
            Ball_Y_Pos <= Ball_Y_Pos_in;
            Ball_X_Motion <= Ball_X_Motion_in;
            Ball_Y_Motion <= Ball_Y_Motion_in;
        end
    end
    always_comb
    begin
        Ball_X_Pos_in = Ball_X_Pos;
        Ball_Y_Pos_in = Ball_Y_Pos;
        Ball_X_Motion_in = Ball_X_Motion;
        Ball_Y_Motion_in = Ball_Y_Motion;
        if (frame_clk_rising_edge)
        begin
				if(keycode == 8'd26)  
					begin
						Ball_X_Pos_in = Ball_X_Pos;
						Ball_Y_Pos_in = Ball_Y_Pos - 1'b1;
					end
				else if(keycode == 8'd4)  
					begin
						Ball_X_Pos_in = Ball_X_Pos - 1'b1;
						Ball_Y_Pos_in = Ball_Y_Pos;
					end
				else if(keycode == 8'd22)  
					begin
						Ball_X_Pos_in = Ball_X_Pos;
						Ball_Y_Pos_in = Ball_Y_Pos + 1'b1;
					end
				else if(keycode == 8'd7)  
					begin
						Ball_X_Pos_in = Ball_X_Pos + 1'b1;
						Ball_Y_Pos_in = Ball_Y_Pos;
					end
            if( Ball_Y_Pos + Ball_Size >= Ball_Y_Max )   
					begin
						Ball_Y_Pos_in = Ball_Y_Pos - 1'b1;
						Ball_X_Pos_in = Ball_X_Pos;
					end
				else if ( Ball_Y_Pos <= Ball_Y_Min + Ball_Size )   
                begin
						Ball_Y_Pos_in = Ball_Y_Pos + 1'b1;
						Ball_X_Pos_in = Ball_X_Pos;
					end
				else if ( Ball_X_Pos + Ball_Size >= Ball_X_Max )  
					begin
						Ball_Y_Pos_in = Ball_Y_Pos;
						Ball_X_Pos_in = Ball_X_Pos - 1'b1;
					end
				else if ( Ball_X_Pos <= Ball_X_Min + Ball_Size )  
					begin
						Ball_Y_Pos_in = Ball_Y_Pos;
						Ball_X_Pos_in = Ball_X_Pos + 1'b1;
					end
        end
    end
    int DistX, DistY, Size;
    assign DistX = DrawX - Ball_X_Pos;
    assign DistY = DrawY - Ball_Y_Pos;
    assign Size = Ball_Size;
    always_comb begin
        if ( ( DistX*DistX + DistY*DistY) <= (Size*Size) ) 
            is_ball = 1'b1;
        else
            is_ball = 1'b0;
    end
endmodule
```
==> results.tsv <==
metric	value	unit
share of layout cells above drive strength 1	5.26	%
clock transition at the registers of the reported paths	0.06	ns
buffer depth of the longest clock path	2	
starting density of the core	30.5	%
met2 GRT Util	22.3	%
y dimension of the die	197	um
Finished Layout Cells	1823	
worst clock skew	0.00447	ns
Registers, synthesis	22	
transition time at the pin with the least slew margin	0.762	ns
class of the tightest hold or removal check	reg2reg	
clk sinks	22	
area of the mapped netlist	0.0114	sq mm
final wirelength	24.8	mm
count of boundary I/O pins	53	
cell resize tally after clock tree synthesis	0	
Antenna Diode Count	0	
vias in the first global route	8438	
worst hold slack across all endpoints	0.384	ns
via density per instance	4.57	
Arr. time, crit path	12.21	ns
nature of the critical path startpoint	input port	
Chip Area, Yosys	0.0114	sq mm
critical path's slowest cell	sky130_fd_sc_hd__fa_1	
share of the clock period used by the worst path	96.3	%
overflow left after global routing	0	
area growth from synthesis to final layout	11.4	%
global-route wire length before repair	41.5	mm
total vias in the final route	8327	
fraction of registers with async set or reset after synthesis	0	%
Largest stage delay, worst path	0.62	ns
average wire length per cell after detail routing	13.6	um
number of antenna violations at the first check in global routing	0	
x dimension of the die	197	um
met1 demand-to-capacity share in global routing	20.3	%
# placed instances	1819	
count of flip-flops with a built-in enable after synthesis	20	
Slew HR	49.2	%
core footprint	0.0376	sq mm
number of warning messages in the yosys log	1	
die area	0.0389	sq mm
tool warnings	36	
final critical delay including setup and external delays	15.41	ns
htree depth	1	
global-route total usage across every layer	14.0	%
Hold Fails Final Rpt	0	
estimated wirelength of the detail-placed design	22.3	mm
cell count after synthesis	1257	
Post-synth seq share	5.60	%
number of remaining DRC errors	0	
total placed instance area	0.0127	sq mm
Post-CTS Repair Setup Buffers	0	
max_cap viols	0	
met3 track demand over resource	3.95	%
Post-CTS Hold Buffers	0	
total clock buffers created by CTS	3	
count of port buffers added during placement	52	
post-route standard cell area excluding fillers	0.0128	sq mm
Finish-stage setup viols	0	
# rows	71	
most crowded layer after global routing	met2	
critical path start-end classification	in2out	
buffer cell driving the clock tree root	sky130_fd_sc_hd__clkbuf_16	
upper clock frequency limit	64.9	MHz
Skew-Pair Late Insertion Delay	0.26	ns
Main synth FF type	sky130_fd_sc_hd__edfxtp_1	
DR pass1 iterations	5	
status	complete, no violations	
number of slew-limit violations in the final report	0	
Critical Path Sink Type	primary output	
summed negative setup slack over all endpoints	0	ns
required time of the critical path	12.80	ns
# Cells Yosys	1257	
tally of nets with antenna violations remaining after routing	0	
crit-path max FO	6	
largest net degree at the start of global routing	43	
final weighted congestion in routability-driven placement	0.934	
synth unique cells	83	
TritonCTS clock tree	yes	
per-instance average area after synthesis	9.10	sq um
setup repair after global routing missed its margin	false	
first-iteration detailed-routing DRC count	363	
synth_stat cells, types with 3 or more instances:
master	n	share of area, %
sky130_fd_sc_hd__a211oi_1	3	0.20
sky130_fd_sc_hd__a211oi_2	3	0.33
sky130_fd_sc_hd__a21o_1	7	0.46
sky130_fd_sc_hd__a21oi_1	25	1.1
sky130_fd_sc_hd__a31oi_1	3	0.16
sky130_fd_sc_hd__a41o_1	3	0.26
sky130_fd_sc_hd__and3_1	3	0.16
sky130_fd_sc_hd__and4b_1	3	0.26
sky130_fd_sc_hd__buf_2	3	0.13
sky130_fd_sc_hd__clkbuf_1	15	0.49
sky130_fd_sc_hd__clkinv_1	4	0.13
sky130_fd_sc_hd__edfxtp_1	20	5.2
sky130_fd_sc_hd__fa_1	244	43
sky130_fd_sc_hd__ha_1	114	12
sky130_fd_sc_hd__inv_1	324	11
sky130_fd_sc_hd__inv_2	7	0.23
sky130_fd_sc_hd__mux2i_1	7	0.61
sky130_fd_sc_hd__nand2_1	96	3.1
sky130_fd_sc_hd__nand2b_1	20	1.1
sky130_fd_sc_hd__nand3_1	12	0.52
sky130_fd_sc_hd__nand4_1	5	0.27
sky130_fd_sc_hd__nor2_1	115	3.8
sky130_fd_sc_hd__nor2b_1	8	0.44
sky130_fd_sc_hd__nor3_1	15	0.66
sky130_fd_sc_hd__nor3b_1	3	0.20
sky130_fd_sc_hd__nor4_1	7	0.38
sky130_fd_sc_hd__o211ai_1	10	0.66
sky130_fd_sc_hd__o21ai_0	26	1.1
sky130_fd_sc_hd__o21ai_1	23	1.0
sky130_fd_sc_hd__o41ai_2	3	0.43
sky130_fd_sc_hd__or2_2	3	0.16
sky130_fd_sc_hd__or3_1	4	0.22
sky130_fd_sc_hd__xnor2_1	41	3.1
sky130_fd_sc_hd__xnor2_2	4	0.57
sky130_fd_sc_hd__xor2_1	11	0.84
placed cells by master (no fill, tap or decap), drive strengths merged, types with 6 or more instances in the layout:
cell type      count
a21o               7
nand2b            21
a21oi             27
xor2              11
xnor2             45
a211oi             6
nor2b              8
ha               114
clkdlybuf4s50     52
nand3             13
nand2             97
buf               19
nor2             115
fa               244
o21ai             50
o211ai            11
edfxtp            20
inv              332
mux2i              7
nor4               8
nor3              16
nand4              6
path summary, 6_finish.rpt:
kind,slack (ns),depth (start not counted),end,start
worst max-delay path,0.59,33,is_ball,DrawX[0]
worst min-delay path,0.38,1,frame_clk_rising_edge,frame_clk_delayed
worst max register to register,13.38,9,Ball_Y_Pos[8],Ball_Y_Pos[1]
worst min register to register,0.38,1,frame_clk_rising_edge,frame_clk_delayed
registers in the layout, summed over array words and instances, names as in the netlist:
signal                 cells
Ball_X_Pos                10
Ball_Y_Pos                10
frame_clk_delayed          1
frame_clk_rising_edge      1
cells by family after synthesis:
group	count (synthesis)	synth area share (%)
simple gates	312	12.8
mux	8	0.711
flops	22	5.60
buf+inv	355	11.8
compound gates	146	9.35
xor+xnor	56	4.55
fa+ha+maj	358	55.1
metrics by stage:
step / worst slack [ns] / util (%)
CTS: 0.477 / 33.9
finish: 0.591 / 33.9
floorplan: 2.16 / -
global placement: 0.583 / 33.7
global route: 0.0738 / 33.9
detailed placement: 0.505 / 33.7
layer usage:
metal	vias to the layer above	wire, um	part of all wire [%]
li1	4018	-	-
met1	4067	10600	43
met2	223	12200	49
met3	19	1830	7.4
met4	0	208	0.84
met5	-	0	0
layout make-up:
class	count	area, sq um
tap	511	639
clock buffer	4	88.8
sequential	22	641
timing repair buffer	71	663
fill	3831	24800
inverter	335	1260
multi-input combinational	880	9460
critical path: cells and delay by family:
kind	cells	cell delay [ns]
fa+ha+maj	10	4.78
buf+inv	10	1.65
compound gates	7	1.65
simple gates	6	0.94
